`./run.sh`:
```
#!/bin/bash
# OpenROAD 26Q1-2900-gdf79404cd8, Yosys 0.63+post, stock flow scripts
make -C /OpenROAD-flow-scripts/flow DESIGN_CONFIG=/design/flow/config.mk WORK_HOME=/design/flow/orfs finish
```
`./config.mk`:
```
export PLATFORM = sky130hd
export DESIGN_NAME = Up_Dn_Counter
export DESIGN_NICKNAME = Up_Dn_Counter
export VERILOG_FILES = /design/flow/design.v
export SDC_FILE = /design/flow/constraint.sdc
export NUM_CORES = 4
export LEC_CHECK = 1
export CORE_AREA = 10 10 70 70
export DIE_AREA = 0 0 80 80
```
`./constraint.sdc`:
```
current_design Up_Dn_Counter

set clk_period 2.1
set clk_io_pct 0.2

create_clock -name clk0 -period $clk_period [get_ports {clk}]

set non_clock_inputs [all_inputs -no_clocks]
set_input_delay [expr $clk_period * $clk_io_pct] -clock clk0 $non_clock_inputs
set_output_delay [expr $clk_period * $clk_io_pct] -clock clk0 [all_outputs]
```
`./design.v`:
```
module Up_Dn_Counter(  
input [4:0]in,
input load, up, down,  
input clk,
output reg [4:0] count,
output high, low
);
  wire value, addend;
  assign high=count[0] &count[1] &count[2] &count[3] &count[4];
  assign low=~(count[0] |count[1] |count[2] |count[3] |count[4]);
  assign  value =count+addend;
  assign addend= (down ==1)? 00001:11111;
  always @(posedge clk)
  begin
    if(load == 1)
      count<=in;
    else if(down == 1 && low == 0)
        count<=value;
    else if(up == 1 && high == 0 &&down != 1)
         count<=value;
  end
endmodule
```
==> flow_results.org <==
* Implementation run

** Critical path
- Grouping stages by cell kind, the critical path spends the most delay in simple AND/OR/NAND/NOR gates.
- The largest single stage delay on the critical path is 550 ps.
- Largest fanout on the critical path :: 2
- Req. time, crit path :: approximately 1700 ps
- Buffer-and-inverter tally for the worst setup path :: 1
- Per the STA report, the cell with the highest stage delay on the worst path is sky130_fd_sc_hd__or4_4.
- Ordered cell list for the critical path :: or4_4 > nor2_1 > dlygate4sd2_1
- The worst setup path is launched from a register.
- Data arrival time of the critical path :: 1480 ps
- CP Class :: register to primary output
- Kind of end point of the critical path :: primary output

** Power
- The leakage power in the latest report is between 0.15 and 0.2 nW.
- In this run the power density over the cells is ~610 nW/um2.
- The worst VDD IR drop from the latest analysis is just under 0.2 mV.

** GRT
- The first global-routing pass estimated 1.304 mm of wire.
- The via count of the first global-routing pass was 268.
- The initial antenna violation count was 0.
- Global Route met3 Usage :: under 10%
- Global routing put the most usage on met1.
- Entering global routing, the biggest net connects 8 pins.
- Met1 GRT Util :: between 4 and 5%
- Met2 routing resource usage after global routing :: 2.327%
- Global Route Usage Sum :: 2.723%
- For this run the aggregate overflow at the end of global routing stands at 0.

** Synth
- Synthesized area per cell :: 11.82 um2
- The synthesis report names the predominant flop master as sky130_fd_sc_hd__edfxtp_1.
- Largest area contributor in the netlist :: sky130_fd_sc_hd__edfxtp_1
- For this design, Yosys synthesis ends with a cell count of 20.
- Sorting the synthesized cells by how often they occur yields 5 x sky130_fd_sc_hd__edfxtp_1, 4 x sky130_fd_sc_hd__and2_1, 2 x sky130_fd_sc_hd__nand2_1, 2 x sky130_fd_sc_hd__nor2_1, 2 x sky130_fd_sc_hd__o21ai_0.
- The most frequently used library cell after synthesis is sky130_fd_sc_hd__edfxtp_1.
- The synthesized netlist contains 10 unique library cells.
- Summed over its instances, the top area cell type makes up roughly 63% of the synthesized netlist area.
- Number of enable-type register cells in the synthesized netlist :: 5
- The mapped netlist covers ~240 um2.
- In the synthesized netlist, the number of instances is 20.
- Synthesized registers :: 5
- Yosys reported that registers with async set or reset make up 0%.
- The synthesized netlist has a Yosys-reported chip area of approximately 240 um2.
- Of the synthesized area, sequential elements account for a little under two thirds.
- Area contributors post-synth :: sky130_fd_sc_hd__edfxtp_1 63%, sky130_fd_sc_hd__and2_1 11%, sky130_fd_sc_hd__or4_4 4.8%
- Counting the warning lines in the Yosys log gives 1.

** Finish
- Register bank with the most flops :: count
- Total of fill cells in the finished design :: ~400
- The post-route netlist has a little over a fifth of its cells at a drive strength greater than 1.
- Largest registers :: count: 5 flops
- Syn-to-layout area delta :: 111.1%
- Max FFs per register :: 5

** Final timing
- The slew check shows that the tightest pin keeps a relative margin of a little over three fifths.
- Post-route minimum period :: between 1500 and 2000 ps
- F_max :: 525.3 MHz
- The tightest hold path in the finished design has a slack of approximately 740 ps.
- Worst path setup slack after routing :: approximately 200 ps
- Unrepaired setup endpoints after global routing :: no
- For the pin with the worst max-slew slack, the measured transition is roughly 550 ps.
- Counting endpoints that fail hold in the final report gives 0.
- Setup-failing EPs final :: 0
- For the final database, setup skew stands at about 2.6 ps.
- Final cycle utilization of the critical path :: ~91%
- The final layout reports a setup TNS of 0 ps.
- Total count of max-transition violations in the final report :: 0

** Place
- Before CTS, the worst setup slack after placement is approximately 140 ps.
- RePlAce Congestion :: roughly 0.75
- Port buffering added 15 buffers.

** Outcome
- Run status :: complete, no violations

** Floorplanning
- Overall chip area :: between 6000 and 7000 um2
- The initialized floorplan defines 21 standard-cell rows.
- Number of primary I/O pins :: 16
- The share of the core area taken by cells at floorplan is between 6 and 7%.
- Horizontal die dimension :: roughly 80 um
- In this run the standard cell core region covers ~3400 um2.
- Per the OpenROAD floorplan log, the height of the die is ~80 um.

** Drt
- Vias after detailed routing :: around 240
- The final antenna diode tally reported by the flow is 0.
- Per the post-route antenna check, the number of violating nets is 0.
- Violation tally from detailed-route iteration zero :: 10
- Post-detailed-route DRC marker count :: 0
- Vias per inst :: between 2 and 3
- In the final routed layout, each cell accounts on average for around 9.3 um.
- Summed over all layers, the routed wires come to approximately 830 um.
- Length of the first detailed-routing pass in iterations :: 2

** Clocking
- Num CTS Buffers :: 3
- On the worst setup and hold paths after CTS, the clock-pin slew comes to 40 ps.
- Max Buffers Root-to-Sink :: 2
- Sink count of the clock tree :: 5
- Clock root buffer :: sky130_fd_sc_hd__clkbuf_4
- Count of H-tree levels built during CTS :: 1
- TritonCTS built the clock tree.
- As reported, the later end of the worst-skew pair has a clock insertion delay of between 200 and 250 ps.
- Buffers inserted to repair hold after CTS numbered 0.

** Flow run
- Summing over the stages, the warning tally comes to 25.
- Per the run summary, max-cap violations total 0.

** Min path
- Kind of path behind the tightest hold check :: register to register
worst reg2reg max path, stage by stage (launching register included):
cell	delay, ps
sky130_fd_sc_hd__edfxtp_1	380
sky130_fd_sc_hd__or4_4	550
sky130_fd_sc_hd__buf_4	150
sky130_fd_sc_hd__o21ai_2	100
sky130_fd_sc_hd__o211ai_1	250
power by group:
| part | leakage [nW] | switching, W | total [W] | internal, W |
|---|---|---|---|---|
| registers | 0.0541 | 0.00000815 | 0.000130 | 0.000122 |
| logic | 0.111 | 0.0000174 | 0.0000623 | 0.0000449 |
| clock network | 0.0150 | 0.0000396 | 0.000111 | 0.0000719 |
path summary, 6_finish.rpt:
check                           slack (ps)                endpoint  cells past startpoint                    from
worst max-delay path                   200                     low                      3  count[3]$_SDFFCE_PN0P_
worst max register to register         360  count[4]$_SDFFCE_PN0P_                      4  count[3]$_SDFFCE_PN0P_
worst min-delay path                   740      count[0]$_DFFE_PP_                      1      count[0]$_DFFE_PP_
worst min register to register         740      count[0]$_DFFE_PP_                      1      count[0]$_DFFE_PP_
what timing repair did:
| item | in CTS | in global routing |
|---|---|---|
| endpoints found under the setup margin | 1 | 0 |
| buffers inserted | 4 | 0 |
| gates resized | 1 | 0 |
cell type report:
class | instances | area [um2] | area share, %
repair buffers | 19 | 178.9 | 35.84
well taps | 46 | 57.56 | 11.53
flip-flops and latches | 5 | 150.1 | 30.08
inverters | 1 | 3.754 | 0.7519
multi-input cells | 14 | 82.58 | 16.54
clock buffers | 4 | 26.28 | 5.263
cell families (layout without fill, tap and decap cells):
family                 Yosys count  after routing  share of synthesized area, %
DFF                              5              5                         63.49
AOI/OAI and AO/OA                4              4                         11.11
and+or+nand+nor                 10             10                         23.81
buffers and inverters            1             24                         1.586
per-layer routing:
| metal | share of wire (%) | vias to the layer above |
|---|---|---|
| li1 | - | 119 |
| met1 | 56 | 100 |
| met2 | 22 | 20 |
| met3 | 22 | 0 |
| met4 | 0 | 0 |
| met5 | 0 | - |
stage by stage:
step | instances | utilization (%) | cell area [um2] | power [W]
2_1_floorplan | 20 | - | 236.5 | 0.0001413
3_3_place_gp | 81 | 13.00 | 444.2 | 0.0001829
3_5_place_dp | 81 | 13.00 | 444.2 | 0.0001848
4_1_cts | 89 | 14.62 | 499.2 | 0.0003085
5_1_grt | 89 | 14.62 | 499.2 | 0.0003288
6_report | 89 | 14.62 | 499.2 | 0.0003039
cell usage in the layout, fill, tap and decap left out, types with 2 or more instances in the layout:
cell	n
sky130_fd_sc_hd__buf_4	4
sky130_fd_sc_hd__clkbuf_4	3
sky130_fd_sc_hd__o21ai_0	2
sky130_fd_sc_hd__edfxtp_1	5
sky130_fd_sc_hd__and2_1	4
sky130_fd_sc_hd__nand2_1	2
sky130_fd_sc_hd__clkdlybuf4s50_1	14
sky130_fd_sc_hd__nor2_1	2
Power figures rest on the tool's default switching activity, not on a simulated workload.
